==> design/flow/design.v <==
module clock_divider(input wire fast_clock, output wire slow_clock);
parameter COUNTER_SIZE  = 15  ;  
parameter COUNTER_MAX_COUNT = (2 ** COUNTER_SIZE) - 1;
reg [COUNTER_SIZE -1:0] count;
always @ (posedge fast_clock)
begin
	if(count == COUNTER_MAX_COUNT)
			count <= 0;
	else
			count <= count + 1'b1;
end
assign slow_clock = count[COUNTER_SIZE-1];
endmodule
==> design/flow/run.sh <==
#!/bin/bash
# OpenROAD 26Q1-2900-gdf79404cd8, Yosys 0.63+post, stock flow scripts
make -C /OpenROAD-flow-scripts/flow DESIGN_CONFIG=/design/flow/config.mk WORK_HOME=/design/flow/orfs finish
==> design/flow/config.mk <==
export PLATFORM = sky130hd
export DESIGN_NAME = clock_divider
export DESIGN_NICKNAME = clock_divider
export VERILOG_FILES = /design/flow/design.v
export SDC_FILE = /design/flow/constraint.sdc
export NUM_CORES = 4
export LEC_CHECK = 1
export CORE_AREA = 10 10 71 71
export DIE_AREA = 0 0 81 81
==> design/flow/constraint.sdc <==
current_design clock_divider

set clk_period 2.1
set clk_io_pct 0.2

create_clock -name clk0 -period $clk_period [get_ports {fast_clock}]

set non_clock_inputs [all_inputs -no_clocks]
set_input_delay [expr $clk_period * $clk_io_pct] -clock clk0 $non_clock_inputs
set_output_delay [expr $clk_period * $clk_io_pct] -clock clk0 [all_outputs]
==> flow_summary_export.csv <==
group,metric,value,unit
hold_path,worstHoldPathType,"reg -> reg",
layout,area_growth,18.0,%
worst_setup_path,critPathSlowestCell,"dfxtp_1",
worst_setup_path,critical_path.endpoint_type,"register",
drt,vias_per_cell,3.57,
cts,cts.sinks,15,
outcome,outcome,"completed",
worst_setup_path,worst_setup_path_start_kind,"register",
layout,largest_reg_flops,15,
worst_setup_path,worstPathArrival,1800,ps
drt,totalWireLength,914,µm
yosys,synth-area-yosys,606,µm²
floorplan,design.die.area,6560,µm²
drt,drc,0,
timing,hold-worst-slack,464,ps
placed_design,dp_cells,110,
floorplan,core_region_area,3630,µm²
floorplan,initial_core_util,16.7,%
run,max-cap-violations,0,
layout,reg_top3,"count: 15 flops",
yosys,syn-mean-instance-area,9.77,µm²
timing,finalWorstPathRequiredPeriod,1670,ps
run,openroad.warnings,25,
timing,rsz0062_at_grt,"false",
drt,wl_met2,339,µm
layout,max_flop_register,"count",
global_route,grt_usage,2.97,%
worst_setup_path,timing.setup.critical_path_class,"reg -> reg",
cts,cts.reportedPaths.clkPinSlew,60,ps
timing,final_min_period_over_clock_period,79.6,%
drt,route.vias.total,407,
cts,cts-buffers-inserted,3,
cts,clock_latency,250,ps
yosys,postSynthCellCount,62,
yosys,synth_area_leaders,"dfxtp_1 50%, xnor2_1 14%, nor2_1 6.8%, xor2_1 4.3%, nand2_1 3.7%",
layout,fill_cells,394,
timing,max_slew_margin,80.1,%
yosys,syn_area,606,µm²
global_route,grt_first_pass_wirelength,1.57,mm
cts,cts.htree.levels,1,
timing,setup_viol,0,
floorplan,io_pins,2,
drt,dr.max_layer_used,"met4",
global_route,grt_pass1_vias,355,
drt,diode_count,0,
timing,clock-skew-final,5.22,ps
yosys,yosysCellCount,62,
drt,detail_route.wirelength.met1,500,µm
yosys,ys_async_sr_fraction,0,%
placed_design,port-buffer-count,1,
floorplan,fp.dieH,81,µm
layout,final_layout_size_suffix_gt1_share,10.6,%
cts,post_cts_hold_buffer_count,0,
worst_setup_path,critPathMaxStageDelay,390,ps
layout,final_cell_mix,"15 x dfxtp_1, 11 x nor2_1, 10 x xnor2_1",
timing,timing.final.hold_violations,0,
placed_design,routabilityCongestion,0.724,
worst_setup_path,path_max_fanout,8,
drt,wl_met3,70,µm
yosys,post-synth-top-area-cell,"dfxtp_1",
power_and_ir_drop,leakage,0.228,nW
yosys,dominantRegCellSynth,"dfxtp_1",
yosys,number_of_synthesized_flops_with_an_enable_pin,0,
drt,iteration_0_drc_count_of_the_detailed_router,19,
layout,layoutNonFillerInstCount,114,
yosys,synth.lib_cells_used.distinct,17,
yosys,ys_warn_count,1,
layout,final_layout_top_logic_cell,"dfxtp_1",
floorplan,die.size.x,81,µm
timing,slew_at_the_pin_with_the_worst_max_slew_slack,296,ps
global_route,antenna_found_initial,0,
placed_design,dp_hpwl,636,µm
timing,clock.fmax,598,MHz
drt,drt_pre_antenna_iters,3,
yosys,ys.flops,15,
yosys,post-synth-top-area-fraction,49.6,%
global_route,grt_overflow_total,0,
drt,antenna_violating_nets_post_route,0,
worst_setup_path,cells_along_the_critical_path,"ha_1, nand3_1, nor4_2, and3_1, nor2_1",
global_route,grt_start_max_net_pins,10,
cts,post-cts-setup-buffers,0,
floorplan,num_rows,22,
power_and_ir_drop,power.ir.vdd_worst,0.000488,V
yosys,seq_area_frac_synth,49.6,%
cts,post_cts_resized,0,
timing,slew_viol_final,0,
cts,cts_tree,"done",
worst_setup_path,crit_required,2230,ps
cts,cts_buffer_depth,2,
power_and_ir_drop,power_density,726,nW/µm²
drt,wire_length_per_cell_after_detailed_routing,8.02,µm
cts,cts-root-buf,"clkbuf_8",
timing,setup_total_negative_slack,0,ps
through the flow:
step	area, µm²	power (W)	util (%)	setup WS (ps)
finish	714	0.000519	19.7	429
global route	714	0.000537	19.7	329
CTS	714	0.000523	19.7	425
detailed placement	668	0.000291	18.4	441
global placement	668	0.000291	18.4	534
floorplan	606	0.000291	-	680
kinds of logic (layout without fill, tap and decap cells):
kind of cell / count (synthesis) / count (layout) / synth area share, %
buf+inv: 2 / 6 / 1.86
simple gates: 31 / 31 / 27.7
xor+xnor: 13 / 13 / 18.8
flops: 15 / 15 / 49.6
fa+ha+maj: 1 / 1 / 2.07
metal layers:
layer  GRT usage [%]  up-vias
met5               0        -
met4           0.173        0
met1            4.34      182
li1                -      218
met2            3.82        5
met3            1.78        2
synthesized netlist by cell type (2+ instances only):
library cell   n
nor3_1         2
xor2_1         3
dfxtp_1       15
xnor2_1       10
nor2_1        11
nand4_1        2
nand2_1        6
nand3_1        4
report_power, final:
part	switching [W]	leakage (nW)	internal, W
sequential	0	0.121	0.000284
clock	0.000103	0.0255	0.000131
combinational	0	0.0816	0
total	0.000103	0.228	0.000416
path summary, 6_finish.rpt:
kind / endpoint / startpoint / slack (ps) / cells past startpoint
worst max-delay path: count[9]$_SDFF_PN0_ / count[0]$_SDFF_PN0_ / 430 / 5
worst max register to register: count[9]$_SDFF_PN0_ / count[0]$_SDFF_PN0_ / 430 / 5
worst min-delay path: count[12]$_SDFF_PN0_ / count[12]$_SDFF_PN0_ / 460 / 1
worst min register to register: count[12]$_SDFF_PN0_ / count[12]$_SDFF_PN0_ / 460 / 1
final cells by class:
class | count | area, µm² | share of cell area, %
inverters | 1 | 3.75 | 0.525
well taps | 48 | 60.1 | 8.41
multi-input cells | 45 | 294 | 41.2
clock buffers | 3 | 41.3 | 5.78
repair buffers | 1 | 10.0 | 1.40
flip-flops and latches | 15 | 300 | 42.0
clock inverters | 1 | 5.00 | 0.701
critical path, delay by kind of cell, from the launching register on:
kind,cells,cell delay (ps)
adders and majority gates,1,250
DFF,1,390
and+or+nand+nor,4,910
Power and IR drop assume default switching activity.
