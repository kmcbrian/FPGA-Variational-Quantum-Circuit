File: flow/config.mk
export PLATFORM = sky130hd
export DESIGN_NAME = complex_mult
export DESIGN_NICKNAME = complex_mult
export VERILOG_FILES = /design/flow/design.v
export SDC_FILE = /design/flow/constraint.sdc
export NUM_CORES = 4
export LEC_CHECK = 1
export CORE_UTILIZATION = 40
File: flow/constraint.sdc
current_design complex_mult

set clk_period 37.9
set clk_io_pct 0.2

create_clock -name clk0 -period $clk_period

set non_clock_inputs [all_inputs -no_clocks]
set_input_delay [expr $clk_period * $clk_io_pct] -clock clk0 $non_clock_inputs
set_output_delay [expr $clk_period * $clk_io_pct] -clock clk0 [all_outputs]
File: flow/design.v
module complex_mult #(
		parameter N = 24  
		)
		(
		input [N-1:0] a,
		input [N-1:0] b,
		input [N-1:0] c,
		input [N-1:0] d,
		output [N-1:0] re,   
		output [N-1:0] im,  
		output ovr);
	wire [N-1:0] ac;
	wire [N-1:0] bd;
	wire [N-1:0] neg_bd;  
	wire [N-1:0] bc;
	wire [N-1:0] ad;
	wire ovr_ac;
		wire ovr_bd;
	wire ovr_bc;
	wire ovr_ad;
	wire ovr_re;  
	wire ovr_im;  
	qmult #(N-1,N) ac_mult (
		.i_multiplicand(a), 
		.i_multiplier(c), 
		.o_result(ac),
		.ovr(ovr_ac)
	);
	qmult #(N-1,N) bd_mult (
		.i_multiplicand(b), 
		.i_multiplier(d), 
		.o_result(bd),
		.ovr(ovr_bd)
	);
	qmult #(N-1,N) bc_mult (
		.i_multiplicand(b), 
		.i_multiplier(c), 
		.o_result(bc),
		.ovr(ovr_bc)
	);
	qmult #(N-1,N) ad_mult (
		.i_multiplicand(a), 
		.i_multiplier(d), 
		.o_result(ad),
		.ovr(ovr_ad)
	);
	qadd #(N-1,N) re_sum (
		.a(ac), 
		.b(neg_bd), 
		.c(re)
	);
	qadd #(N-1,N) im_sum (
		.a(ad), 
		.b(bc), 
		.c(im)
	);
assign neg_bd[N-2:0] = bd[N-2:0];
assign neg_bd[N-1] = ~bd[N-1];
assign ovr = ovr_ac | ovr_bd | ovr_bc | ovr_ad;
endmodule
`timescale 1ns / 1ps
module qadd #(
	parameter Q = 15,
	parameter N = 32
	)
	(
    input [N-1:0] a,
    input [N-1:0] b,
    output [N-1:0] c
    );
reg [N-1:0] res;
assign c = res;
always @(a,b) begin
	if(a[N-1] == b[N-1]) begin						 
		res[N-2:0] = a[N-2:0] + b[N-2:0];		 
		res[N-1] = a[N-1];							 
		end												 
	else if(a[N-1] == 0 && b[N-1] == 1) begin		 
		if( a[N-2:0] > b[N-2:0] ) begin					 
			res[N-2:0] = a[N-2:0] - b[N-2:0];			 
			res[N-1] = 0;										 
			end
		else begin												 
			res[N-2:0] = b[N-2:0] - a[N-2:0];			 
			if (res[N-2:0] == 0)
				res[N-1] = 0;										 
			else
				res[N-1] = 1;										 
			end
		end
	else begin												 
		if( a[N-2:0] > b[N-2:0] ) begin					 
			res[N-2:0] = a[N-2:0] - b[N-2:0];			 
			if (res[N-2:0] == 0)
				res[N-1] = 0;										 
			else
				res[N-1] = 1;										 
			end
		else begin												 
			res[N-2:0] = b[N-2:0] - a[N-2:0];			 
			res[N-1] = 0;										 
			end
		end
	end
endmodule
`timescale 1ns / 1ps
module qmult #(
	parameter Q = 15,
	parameter N = 32
	)
	(
	 input			[N-1:0]	i_multiplicand,
	 input			[N-1:0]	i_multiplier,
	 output			[N-1:0]	o_result,
	 output	reg				ovr
	 );
	reg [2*N-1:0]	r_result;		 
	reg [N-1:0]		r_RetVal;
	assign o_result = r_RetVal;	 
	always @(i_multiplicand, i_multiplier)	begin						 
		r_result <= i_multiplicand[N-2:0] * i_multiplier[N-2:0];	 
		end
	always @(r_result) begin													 
		r_RetVal[N-1] <= i_multiplicand[N-1] ^ i_multiplier[N-1];	 
		r_RetVal[N-2:0] <= r_result[N-2+Q:Q];								 
		if (r_result[2*N-2:N-1+Q] > 0)										 
			ovr <= 1'b1;
		end
endmodule
File: flow/run.sh
#!/bin/bash
# OpenROAD 26Q1-2900-gdf79404cd8, Yosys 0.63+post, stock flow scripts
make -C /OpenROAD-flow-scripts/flow DESIGN_CONFIG=/design/flow/config.mk WORK_HOME=/design/flow/orfs finish
==> metrics.yaml <==
synthToLayoutAreaGrowth_pct: 4.03
layout-drive-gt1-share: 0.0332
setup-tns-final_ps: 0
fp.dieW_um: 436
logic_area_um2: 65400
max-cap-violations: 0
arrival_ps: 19940
lay_top_cells: "2113 x inv_1, 1754 x fa_1, 1326 x nand2_1"
ant_nets: 0
post-route-util: 0.419
yosys_warnings: 2
path_common_cell: "fa_1"
ys_cells: 8881
avgSynthCellArea_um2: 8.50
routabilityCongestion: 0.944
rows: 159
grt_usage: 0.246
die_height_um: 436
die-area_um2: 190000
antenna_found_initial: 5
cts_resized: 0
synth_cells: 8881
drt_iter0_drc: 2625
flop-count: 0
finalPower_mw: 58.6
via_per_inst: 5.10
grt_start_max_net_pins: 47
grt_pass1_wl_um: 346000
netlist_area_um2: 75500
p_leak_nw: 40.3
grt_overflow: 0
crit_required_ps: 30320
floorplan.core_util: 0.402
slew_headroom: 0.382
status: "complete, no violations"
yosysUniqueCellTypes: 102
slowest_stage: "xor2_1"
area_leaders: "fa_1 47%, ha_1 13%, inv_1 11%"
crit_fanout: 46
cp_slowest_stage_delay_ps: 720
cts_hold_buf: 0
p_switching_mw: 36.3
core_area_um2: 188000
slew_violations: 0
register_area_um2: 0
fillers: 18257
lay_top_count: "inv_1"
port_buffers: 144
hold_violations: 0
firstDrtPassIters: 5
nClkBuffers: 0
grt_pass1_vias: 60665
num_vias: 56721
drc: 0
clock.fmax_mhz: 36.3
finalCritPeriodShare: 0.726
startpoint_type: "input pin"
dp_hpwl_um: 167000
warning_count: 120
tightest_slew_ps: 918
setup_viol: 0
cts_setup_buffers: 0
internal_power_mw: 22.3
ir_worst_vdd_uv: 1460
post-route-min-period_ps: 27520
p_per_area_nw_per_um2: 746
rsz0062_at_grt: "false"
switching_share: 0.620
hold_class: "input pin to output pin"
ios: 145
crit_type: "input pin to output pin"
ys_seq_share: 0
netlist.top_cell.by_area: "fa_1"
critPathCaptureType: "output pin"
holdWs_ps: 16420
wirelength_um: 212000
wire_per_inst_um: 19.1
synth_chip_area_um2: 75500
top_area_frac: 0.465
## cells in the mapped netlist, drive strengths merged, types with 9 or more instances
library cell and count:
nand3 40, o211ai 24, xnor2 147, nand2b 28, o21ba 9, nor4 21
nand4 33, nor2 154, mux2 9, or2 11, and2 906, a21o 65
o311ai 10, fa 1754, mux2i 33, nor2b 32, a2111oi 12, inv 2117
and3 12, o31a 9, a211o 10, nand2 1326, ha 812, clkbuf 510
o21ai 154, a211oi 22, o41ai 10, o31ai 22, a221oi 22, or3 13
nor3 56, nor3b 10, o21bai 38, a31oi 27, o21a 18, a21oi 208
o221ai 11, buf 27, xor2 58
## power groups by stage
stage / sequential (mW) / combinational [mW] / clock (mW)
global route: 0 / 63.8 / 0
CTS: 0 / 58.4 / 0
## metal layers
metal | vias up | wire length (um) | track usage
li1 | 25696 | - | -
met1 | 28938 | 89600 | 0.357
met2 | 1924 | 102000 | 0.388
met3 | 163 | 16200 | 0.0690
met4 | 0 | 4550 | 0.0386
met5 | - | 0 | 0.00151
## final timing paths
check / startpoint / end / slack, ps / cells past startpoint
worst max-delay path: d[6] / im[2] / 10380 / 37
worst min-delay path: a[23] / im[23] / 16420 / 4
## layout make-up
type / instances / area share
tap: 2495 / 0.0398
antenna: 1 / 0.0000319
timing repair buffer: 276 / 0.0253
inverter: 2122 / 0.101
multi-input combinational: 6222 / 0.833
## through the flow
stage	instances	worst slack, ps	cell area [um^2]
3_3_place_gp	11115	10470	78500
2_1_floorplan	8881	13600	75500
6_report	11116	10380	78500
3_5_place_dp	11115	10510	78500
4_1_cts	11115	10420	78500
5_1_grt	11115	9720	78500
## critical path, delay by kind of cell
family | cells | cell delay [ps]
adder cells (fa/ha/maj) | 9 | 4110
AND-OR/OR-AND | 14 | 4180
buffers and inverters | 8 | 2120
AND/OR/NAND/NOR | 3 | 610
XOR/XNOR | 2 | 920
multiplexers | 1 | 370
## logic make-up after synthesis
logic type	share of synthesized area
simple gates	0.172
buf+inv	0.133
fa+ha+maj	0.600
compound gates	0.0654
xor+xnor	0.0238
mux	0.00572
other cells	0.0000497
Power figures rest on the tool's default switching activity, not on a simulated workload.
